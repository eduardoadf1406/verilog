`design/flow/design.v`:
```
	module ALU (out, in1, in2, addsub);
	input [15:0] in1, in2;
	input addsub;
	output reg [15:0] out;
	always @ (*)
	begin
	  if (addsub == 0) out = in1 - in2;
	  else out = in1 + in2;
	end
	endmodule
	module PIPO (data_out, clk, load, data_in);
	input [15:0] data_in;
	input load, clk;
	output reg [15:0] data_out;
	always @ (posedge clk)	
		if (load) data_out <= data_in;
	endmodule
	module booth_datapath (ldA, ldQ, ldM, clrA, clrQ, clrff, sftA, sftQ,addsub,decr,ldcnt,data_in,clk,qm1,eqz,ldff);
	input ldA, ldQ, ldM, clrA, clrQ, clrff, sftA, sftQ, addsub, clk, decr, ldcnt, ldff;
	input [15:0] data_in;
	output qm1, eqz;
	wire [15:0] A, M, Q, Z;
	wire [4:0] count;
	assign eqz = ~|count;  
	shiftreg AR (A, Z, A[15], clk, ldA, clrA, sftA);
	shiftreg QR (Q, data_in, A[0], clk, ldQ, clrQ, sftQ);
	dff QM1 (Q[0], qm1, ldff, clk, clrff); 
	PIPO MR (M, clk, ldM, data_in);
	ALU AS (Z, A, M, addsub);
	counter CN (count, decr, ldcnt, clk);
	endmodule
	module counter (data_out, decr, ldcnt, clk);
	input decr, clk, ldcnt;
	output reg [4:0] data_out;
	always @ (posedge clk)
	begin
	  if (ldcnt) data_out <= 5'b10000;
	  else if (decr) data_out <= data_out - 1;
	end
	endmodule
	module dff (d, q, ldff, clk, clr);
	input d, clk, clr, ldff;
	output reg q;
	always @ (posedge clk)
		if(clr) q<=0;
		else if(ldff) q <= d;
	endmodule
	module shiftreg (data_out,data_in,serial_in,clk,ld,clr,sft);
	input serial_in, clk, ld, clr, sft;
	input [15:0] data_in;
	output reg [15:0] data_out;
	always @ (posedge clk)
	begin
	  if (clr) data_out <= 0;
	  else if (ld)
			data_out <= data_in;
	  else if (sft)
			data_out <= {serial_in,data_out[15:1]};
	end
endmodule
```
`design/flow/run.sh`:
```
#!/bin/bash
# OpenROAD 26Q1-2900-gdf79404cd8, Yosys 0.63+post, stock flow scripts
make -C /OpenROAD-flow-scripts/flow DESIGN_CONFIG=/design/flow/config.mk WORK_HOME=/design/flow/orfs finish
```
`design/flow/config.mk`:
```
export PLATFORM = sky130hd
export DESIGN_NAME = booth_datapath
export DESIGN_NICKNAME = booth_datapath
export VERILOG_FILES = /design/flow/design.v
export SDC_FILE = /design/flow/constraint.sdc
export NUM_CORES = 4
export LEC_CHECK = 1
export CORE_UTILIZATION = 50
```
`design/flow/constraint.sdc`:
```
current_design booth_datapath

set clk_period 10.5
set clk_io_pct 0.2

create_clock -name clk0 -period $clk_period [get_ports {clk}]

set non_clock_inputs [all_inputs -no_clocks]
set_input_delay [expr $clk_period * $clk_io_pct] -clock clk0 $non_clock_inputs
set_output_delay [expr $clk_period * $clk_io_pct] -clock clk0 [all_outputs]
```
==> CHANGELOG.md <==
## Flow update

- Post-synth EDFFs: 16
- DR vias/cell: 5.459
- Worst path arrival time: 4.96 ns
- Port-buffer cells: 30
- Max-cap violations: 0
- Post-route cell area: 0.003679 sq mm
- Setup Buffers After CTS: 0
- CTS max path bufs: 2
- I/O pin cnt: 31
- All-Layer GR Usage: 19.48%
- RSZ-0062 raised after global routing: false
- Hold Crit Class: reg -> reg
- CP max FO: 16
- Diodes inserted: 0
- Tot Pwr: 0.5640 mW
- Setup Skew: 0.01259 ns
- Fmax: 0.2102 GHz
- Core Util at FP: 53.08%
- Peak supply drop: 0.00007390 V
- Pwr dens: 153.3 mW/mm^2
- Sw Share: 33.59%
- Ys cells: 351
- Detailed Route WL: 6.040 mm
- CTS Sinks: 54
- 1st-iter DRT viols: 66
- Yosys synthesis chip area: 0.003236 sq mm
- Required time at the endpoint of the critical path: 10.70 ns
- Core ar.: 0.006096 sq mm
- Antenna-violating nets left: 0
- Avg Cell Area, Syn: 9.218 sq um
- Endpoints failing setup: 0
- Routed WL per cell: 13.39 um
- DRT Pass-1 Iters: 4
- Slew @ Worst Pin: 0.7318 ns
- Netlist Area Pre-Place: 0.003236 sq mm
- Pin count of the biggest net entering global routing: 33
- GPL Wtd Cong: 0.8558
- Die Size: 0.006797 sq mm
- Residual DRC count: 0
- Slew Limit Fails: 0
- Internal: 0.3745 mW
- Post-CTS Hold Fix Bufs: 0
- Final Hold Viols: 0
- Power share of the combinational group: 31.4%
- First-pass GRT wire length: 9.749 mm
- Flip-flop and latch area: 0.001241 sq mm
- Rows: 28
- Crit Path Category: in -> reg
- Area Overhead vs Synth: 13.69%
- Fraction of power consumed by sequential logic: 45.8%
- Post-detail-place hpwl: 4.459 mm
- Via count: 2462
- Clk Latency, worst-skew pair: 0.32 ns
- Setup TNS: 0 ns
- Height of the die: 82.45 um
- Final period utilization: 45.31%
- Crit. End Element: register
- Fill cells: 541
- Synth Instances: 351
- Lkg Pwr: 1.512 nW
- Final core occ: 60.34%
- Seq cells post-synth: 54
- CTS tree: yes
- # resized after CTS: 0
- Cell Type Count: 48
- Post-synth seq share: 38.36%
- Startpoint Class: primary input
- Initial antenna violation count: 0
- Ys flop type: dfxtp_1
- Final setup margin: 5.742 ns
- Placed cell area: 0.003581 sq mm
- CTS Buf Count: 5
- Comb. cell area: 0.001878 sq mm
- Net switching power figure: 0.1894 mW
- Pre-CTS setup slack: 5.434 ns
- Rel. slew slack: 51.06%
- Tool warning count: 30
- Worst-path clk slew: 0.11 ns
- Final period demand of the worst path: 4.758 ns
- Layout cell share with drive strength beyond 1: 5.319%
- Clock root buffer: clkbuf_8
- Vias in the first global route: 2105
- Clock share of power: 22.8%
- Synth Warn #: 5
- Outcome: finished clean
- Overflow after GRT: 0
- Die width: 82.45 um
- H-tree depth: 2
- Async SR Flop Fraction: 0%
-- metrics by stage --
stage	hold WS (ns)	instances
detailed placement	0.4893	443
floorplan	0.4365	351
global route	0.5601	451
CTS	0.5124	451
global placement	0.4769	443
finish	0.5053	451
-- cells by family after synthesis --
group	count (synthesis)	synth area share [%]
buffers and inverters	27	3.596
XOR/XNOR	28	7.579
AND-OR/OR-AND	87	16.78
flip-flops	54	38.36
AND/OR/NAND/NOR	105	16.09
adder cells (fa/ha/maj)	22	8.739
multiplexers	28	8.855
-- sequential cells by signal, summed over array words and instances, names as in the netlist --
register,cells
AR.data_out,16
CN.data_out,5
MR.data_out,16
QM1.q,1
QR.data_out,16
-- cells in the final DEF, fill, tap and decap left out, types with 9 or more instances in the layout --
| master | netlist | layout |
|---|---|---|
| nor2_1 | 55 | 55 |
| a21oi_1 | 41 | 41 |
| dfxtp_1 | 38 | 38 |
| clkdlybuf4s50_1 | 0 | 30 |
| mux2i_1 | 26 | 26 |
| ha_1 | 21 | 21 |
| a211oi_1 | 17 | 17 |
| edfxtp_1 | 16 | 16 |
| xor2_1 | 14 | 14 |
| xnor2_1 | 14 | 14 |
| nand2_1 | 11 | 11 |
| inv_1 | 9 | 9 |
-- cell usage after synthesis (2+ instances only) --
library cell / count / share of area (%)
a211oi_1: 17 / 3.9
a21oi_1: 41 / 6.3
nor2_1: 55 / 6.4
o21ai_0: 5 / 0.77
nor4b_1: 3 / 0.81
nor3_1: 7 / 1.1
nand2_1: 11 / 1.3
edfxtp_1: 16 / 15
a21o_1: 6 / 1.4
nand3_1: 4 / 0.62
o21ai_1: 2 / 0.31
mux2i_1: 26 / 8.0
nand2b_1: 2 / 0.39
nor2b_1: 8 / 1.5
or3_1: 3 / 0.58
xor2_1: 14 / 3.8
clkbuf_1: 12 / 1.4
nand4_1: 2 / 0.39
o21bai_1: 2 / 0.46
a31oi_1: 3 / 0.58
and2_1: 2 / 0.39
or4_4: 2 / 0.70
xnor2_1: 14 / 3.8
dfxtp_1: 38 / 24
o21a_1: 2 / 0.46
ha_1: 21 / 8.1
buf_1: 2 / 0.23
inv_1: 9 / 1.0
o211ai_1: 3 / 0.70
-- area by class of cell --
| class | instances | area share [%] |
|---|---|---|
| Clock buffer | 5 | 1.871 |
| Clock inverter | 3 | 0.7823 |
| Inverter | 10 | 1.020 |
| Multi-Input combinational cell | 270 | 51.05 |
| Sequential cell | 54 | 33.74 |
| Tap cell | 75 | 2.551 |
| Timing Repair Buffer | 34 | 8.980 |
-- worst paths after layout --
kind | start | end | slack (ns) | cells after the start
worst min register to register | QM1.q$_SDFFE_PP0P_ | QM1.q$_SDFFE_PP0P_ | 0.51 | 2
worst min-delay path | QM1.q$_SDFFE_PP0P_ | QM1.q$_SDFFE_PP0P_ | 0.51 | 2
worst max-delay path | addsub | AR.data_out[8]$_SDFFE_PP0P_ | 5.74 | 9
worst max register to register | MR.data_out[8]$_DFFE_PP_ | AR.data_out[15]$_SDFFE_PP0P_ | 7.33 | 11
-- worst max-delay path: stages --
cell	delay, ns
clkdlybuf4s50_1	0.81
mux2_2	0.43
fa_1	0.44
a21oi_1	0.21
o211ai_1	0.19
a21o_1	0.21
a21oi_1	0.17
nor2_1	0.06
a2111oi_0	0.34
-- power by group through the flow --
stage / clock, mW / combinational [mW] / sequential (mW)
final: 0.128 / 0.177 / 0.258
after global routing: 0.140 / 0.199 / 0.262
after CTS: 0.132 / 0.178 / 0.258
-- per-layer routing --
metal  part of all wire, %  up-vias  routed length, um  GRT usage (%)
li1                      -     1298                  -              -
met1                    53     1134               3192          31.18
met2                    44       26               2673          30.17
met3                   2.2        4                131          2.899
met4                  0.70        0                 42          1.579
met5                     0        -                  0              0
Power is estimated from default activity; no workload was simulated.
