<file path="design.v">
	module decod2x4 (dout,in0,in1);
	input in0, in1;
	output [3:0] dout;
	and (dout[0], ~in0, ~in1);
	and (dout[1], ~in0, in1);
	and (dout[2], in0, ~in1);
	and (dout[3], in0, in1);
	endmodule
	module fulladder (sum,cout,cin,ena,A,B);
	input A, B, cin, ena;
	output cout, sum;
	wire t1, t2, t3, t4;
	xor (t1, A, B);
	xor (t2, t1, cin);
	and (t3, ena, A, B);
	and (t4, ena, t1, cin);
	or  (cout, t3, t4);
	and (sum, t2, ena);
	endmodule
	module logic_unit (out, ena, A, B);
	input A, B;
	input [2:0] ena;
	output [2:0] out;
	wire AandB, AorB, invB;
	and (AandB, A, B);
	or  (AorB, A, B);
	not (invB, B);
	and (out[0], AandB, ena[0]);
	and (out[1], AorB, ena[1]);
	and (out[2], invB, ena[2]);
	endmodule
	module ula1bit (out,carryout,F0,F1,ENA,ENB,INVA,INC,A,B);
	input F0, F1, ENA, ENB, INVA, INC, A, B;
	output carryout, out;
	wire [3:0] enable_wire;
	wire wA, wB, sum, AandB, AorB, invB;
	wire [2:0] out_lu;
	assign wA = (A & ENA) ^ INVA;
	assign wB = (B & ENB);
	logic_unit lu (out_lu,enable_wire[2:0],wA,wB);
	fulladder fa (sum, carryout, INC,enable_wire[3], wA, wB);
	decod2x4 dec2x4 (enable_wire,F0,F1);	
	or (out, out_lu[0], out_lu[1], out_lu[2], sum);
	endmodule
</file>
<file path="run.sh">
#!/bin/bash
# OpenROAD 26Q1-2900-gdf79404cd8, Yosys 0.63+post, stock flow scripts
make -C /OpenROAD-flow-scripts/flow DESIGN_CONFIG=/design/flow/config.mk WORK_HOME=/design/flow/orfs finish
</file>
<file path="config.mk">
export PLATFORM = sky130hd
export DESIGN_NAME = ula1bit
export DESIGN_NICKNAME = ula1bit
export VERILOG_FILES = /design/flow/design.v
export SDC_FILE = /design/flow/constraint.sdc
export NUM_CORES = 4
export LEC_CHECK = 1
export CORE_AREA = 10 10 70 70
export DIE_AREA = 0 0 80 80
</file>
<file path="constraint.sdc">
current_design ula1bit

set clk_period 2.3
set clk_io_pct 0.2

create_clock -name clk0 -period $clk_period

set non_clock_inputs [all_inputs -no_clocks]
set_input_delay [expr $clk_period * $clk_io_pct] -clock clk0 $non_clock_inputs
set_output_delay [expr $clk_period * $clk_io_pct] -clock clk0 [all_outputs]
</file>
==> changes_impl.md <==
### Physical design

* Status: completed
* Cell breakdown of the critical path: clkdlybuf4s50_1 > and4b_1 > a31oi_1 > mux2i_1 > a311o_1 > buf_2
* Chip Height at about 80 µm
* # IOs at 10
* Core Util, Final at a little under a tenth
* Relative contribution of sequential cells to total power at 0%
* Global-route wire length before repair at 779 µm
* Worst Setup Start Kind: input port
* Chip Footprint at 6400 µm²
* Via count normalized by instance count at 2.36
* Data arrival time of the critical path at 1730 ps
* Count of sequential standard cells at 0
* VDD IR max at 0.0000143 V
* Fin Hold WS at 1650 ps
* Post-route ant nets at 0
* Worst Setup End Kind: primary output
* Final setup viols at 0
* Area used by multi-input combinational logic at 133 µm²
* Detailed-route via count at 182
* Horizontal die size at 80 µm
* Post-layout period usage of the worst path at a little over nine tenths
* Synthesized cell area at 129 µm²
* Layout cell share with drive strength beyond 1 at 30.0%
* Instance tally after logic synthesis at 17
* Endpoint required time on the critical path at 1840 ps
* Detailed-route DRC error count at 0
* Syn-to-layout area delta at 140%
* Slowest cell on the critical path: sky130_fd_sc_hd__clkdlybuf4s50_1
* CP endpoint: out
* Final wirelength at approximately 520 µm
* Tally of yosys warning messages at 0
* Cell total in the yosys stat output at 17
* Leakage at 0.124 nW
* Maximum clock frequency at 0.456 GHz
* Ratio of total power to cell area at 143 nW/µm²
* Iteration-0 DRC count of the detailed router at 5
* Pins over their slew limit at 0
* Count of clock buffers in the final design at 0
* Relative slew margins at approximately nine tenths
* Internal cell power at around 0.027 mW
* RSZ-0062 raised after global routing: false
* Initial antenna violation count at 1
* Synth area leaders: sky130_fd_sc_hd__a21boi_4 15%, sky130_fd_sc_hd__nand2_1 8.7%, sky130_fd_sc_hd__nor2_4 8.7%
* Detail-routed net length per standard cell at slightly below 7 µm
* Final RePlAce weighted congestion at a little under 0.6
* Max-capacitance violation count at 0
* Register area share after synthesis at 0%
* Post-CTS Hold Buffers at 0
* Average instance area after synthesis at 7.58 µm²
* Floorplan-stage core utilization at 3.77%
* Setup fix buffers added after clock tree synthesis at 0
* Top cell type by total area after synthesis: sky130_fd_sc_hd__a21boi_4
* Slowest Stage Delay on Critical Path at 460 ps
* Drt pass-1 iters at 2
* Total Power at 0.0443 mW
* Most numerous cell in the Yosys netlist: sky130_fd_sc_hd__nand2_1
* Core box area at ~3400 µm²
* Total tool warning count at 32
* Post-synthesis chip area from yosys at 129 µm²
* Final hold violation count at 0
* CP max FO at 2
* Critical path class: input port to primary output
* Buffers on Ports at 10
* Switch share at 39.3%
* Number of global-route vias before repair at 187
* Share of power burned in combinational logic at 100.0%
* Transition time at the pin with the least slew margin at 158 ps
* # fillers at around 400
* Global Route Usage Sum at around 1.5%
* Number of placement rows at 21
* Proportion of netlist area held by the largest area contributor at between 10 and 15%
* Final global-route overflow total at 0
* Combined flip-flop and latch cell area at 0 µm²
* Share of power burned in the clock network at 0%
* Time the worst path needs with I/O delays and setup at 2190 ps
* Largest net degree at the start of global routing at 5
* Net switching component of the power at 0.0174 mW
* Distinct cell type count after synthesis at 15
* Class of the most critical hold timing path: input port to primary output
* Launching element of the worst setup path: INC
worst min path at each step:
stage	from	end	slack [ps]	depth (start not counted)
final	INVA	carryout	1650	6
after CTS	ENA	carryout	1690	6
after global routing	INVA	carryout	1710	6
cells by family (layout without fill, tap and decap cells):
group                      count (synthesis)  in the layout  synth area share, %
and+or+nand+nor                            8              8                 39.8
muxes                                      1              1                 7.77
AOI/OAI and AO/OA                          6              6                 41.7
buffers and inverters                      1             14                 2.91
other                                      0              1                    0
adders and majority gates                  1              1                 7.77
power groups by stage:
| stage | Sequential (mW) | Clock [mW] | Combinational [mW] |
|---|---|---|---|
| finish | 0 | 0.0000000582 | 0.0443 |
| CTS | 0 | 0 | 0.0432 |
| global route | 0 | 0 | 0.0484 |
routing by layer:
layer,up-vias,part of all wire [%],global-route usage (%)
li1,95,-,-
met2,5,44,2.49
met4,0,0,0
met3,0,15,1.25
met5,-,0,0
met1,82,41,1.52
layout make-up:
cell class	instances	share of cell area, %
diodes	1	0.810
inverters	1	1.21
multi-input cells	16	42.9
well taps	46	18.6
repair buffers	13	36.4
placed cells by master (no fill, tap or decap), types with 2 or more instances in the layout:
cell / instances
sky130_fd_sc_hd__buf_2: 2
sky130_fd_sc_hd__buf_4: 3
sky130_fd_sc_hd__dlygate4sd2_1: 2
sky130_fd_sc_hd__clkdlybuf4s50_1: 5
sky130_fd_sc_hd__nand2_1: 3
per-stage QoR:
step	setup TNS (ps)	std cells	setup slack, ps	instance area [µm²]
floorplan	0	17	694	129
global placement	-713	76	-384	309
detailed placement	-746	76	-401	309
CTS	0	76	12.9	298
global route	0	76	38.1	307
finish	0	77	105	309
worst max-delay path: cells and delay by family:
family	cells	cell delay, ps
compound gates	2	400
buf+inv	2	590
mux	1	90
simple gates	1	190
what timing repair did:
action                     in CTS  in global routing
gates resized                  10                  2
setup endpoints to repair       2                  2
pin swaps                       4                  3
Power and IR drop assume default switching activity.
