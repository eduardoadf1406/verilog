**./design.v**
```verilog
	module controller (ldA,clrA, sftA,ldQ,clrQ,sftQ,eqz,ldM,clrff,addsub,start,decr,ldcnt,done,clk,q0,qm1,ldff);
	input clk, q0, qm1, start, eqz;
	output reg ldA, clrA, sftA, ldQ, clrQ, sftQ, ldM, clrff, addsub, decr, ldcnt, ldff, done;
	reg [2:0] state;
	parameter S0=3'b000,S1=3'b001,S2=3'b010,S3=3'b011,S4=3'b100,S5=3'b101,S6=3'b110;
	always @ (posedge clk)	
	begin
	 case (state)
		S0: if (start) state <= S1;
		S1: state <= S2;
		S2: #2 if ({q0,qm1}==2'b01)	state <= S3;
			   else if ({q0,qm1}==2'b10) state <= S4;
			   else state <= S5;
		S3:  state <= S5;
		S4:  state <= S5;
		S5: #2 if (({q0,qm1}==2'b01) && !eqz) state <= S3;
			   else if (({q0,qm1}==2'b10) && !eqz) state <= S4;
			   else if (eqz) state <= S6;
		S6: state <= S6;
		default: state <= S0;
	 endcase
	end
	always @ (state)
	begin
	 case (state)
		S0: begin  clrA=0; ldA=0; sftA=0; clrQ=0; ldQ=0; sftQ=0; ldM=0; clrff=0; ldff=0; done=0;  end
		S1: begin  clrA=1; clrff=1; ldcnt=1; ldM=1;  end
		S2: begin  clrA=0; clrff=0; ldcnt=0; ldM=0; ldQ=1;  end	
		S3: begin  ldA=1; addsub=1; ldQ=0; sftA=0; sftQ=0; decr=0;  end
		S4: begin  ldA=1; addsub=0; ldQ=0; sftA=0; sftQ=0; decr=0;  end
	 	S5: begin  sftA=1; sftQ=1; ldff=1; ldA=0; ldQ=0; decr=1;  end
		S6: done=1;
		default: begin  clrA=0; sftA=0; ldQ=0; sftQ=0;  end
	 endcase
	end
	endmodule
```
**./constraint.sdc**
```tcl
current_design controller

set clk_period 2.9
set clk_io_pct 0.2

create_clock -name clk0 -period $clk_period [get_ports {clk}]

set non_clock_inputs [all_inputs -no_clocks]
set_input_delay [expr $clk_period * $clk_io_pct] -clock clk0 $non_clock_inputs
set_output_delay [expr $clk_period * $clk_io_pct] -clock clk0 [all_outputs]
```
**./config.mk**
```make
export PLATFORM = sky130hd
export DESIGN_NAME = controller
export DESIGN_NICKNAME = controller
export VERILOG_FILES = /design/flow/design.v
export SDC_FILE = /design/flow/constraint.sdc
export NUM_CORES = 4
export LEC_CHECK = 1
export CORE_AREA = 10 10 77 77
export DIE_AREA = 0 0 87 87
```
**./run.sh**
```bash
#!/bin/bash
# OpenROAD 26Q1-2900-gdf79404cd8, Yosys 0.63+post, stock flow scripts
make -C /OpenROAD-flow-scripts/flow DESIGN_CONFIG=/design/flow/config.mk WORK_HOME=/design/flow/orfs finish
```
==> impl_metrics.tcl <==
# place-and-route summary
set metrics [dict create \
    status "finished clean" \
    yosys.area.top_type "dlxtn_1" \
    cpLargestDelayFamily "buffers and inverters" \
    finalWirelength_um 1095 \
    cts_setup_buffers 0 \
    synth_cell_types 23 \
    p_seq_share_pct 39.8 \
    die_h_um 87 \
    warning_count 25 \
    numCtsBuffers 3 \
    rsz0062_at_grt "no" \
    synth_top_area_share_pct 20.39 \
    stdcell_count 130 \
    post_cts_resized 0 \
    hold_violations 0 \
    final.setup.tns_ns 0 \
    worstPathCellList "clkdlybuf4s50_1, nor2b_1, nor2_1, a32oi_1" \
    p_per_area_mw_per_mm2 906.2 \
    critical_path_class "in -> reg" \
    min_period_ns 1.818 \
    cp-start-kind "input pin" \
    gp_congestion 0.7461 \
    netlist_area_sq_um 515.5 \
    worstPathArrival_ns 1.70 \
    skew_ns 0.002103 \
    p_leak_nw 0.3223 \
    antenna_cells 0 \
    synthCells 63 \
    min_path_type "reg -> reg" \
    first_pass_iters 4 \
    maxClockFrequency_mhz 550.1 \
    regMostFlops "state" \
    yosys_area_sq_um 515.5 \
    largest_reg_flops 3 \
    route.detailed.drc 0 \
    core_util_floorplan_pct 11.84 \
    clk_pin_slew_ns 0.03 \
    die_area_sq_mm 0.007569 \
    drtAntennaViolNets 0 \
    top_cells_by_area "dlxtn_1 20%, edfxtp_1 17%, nand2b_1 11%, dlxtp_1 8.7%, buf_4 4.4%" \
    fillers 481 \
    grt_usage_pct 2.783 \
    p_total_mw 0.6825 \
    coreArea_sq_mm 0.004354 \
    routedWlPerCell_um 8.423 \
    portBuffers 16 \
    clk-insertion-delay-late_ns 0.22 \
    dp_hpwl_um 901.7 \
    cts_tree "built" \
    grt_max_degree 17 \
    antenna_found_initial 0 \
    clockBufferDepth 2 \
    area_growth_pct 46.12 \
    numSynthFlops 13 \
    p_clk_share_pct 17.9 \
    crit_slowest_cell "clkdlybuf4s50_1" \
    fp-row-count 24 \
    critPathCaptureType "flop" \
    layout-drive-gt1-share_pct 5.128 \
    path_max_fanout 3 \
    placedCellCount 126 \
    hold_buffers 0 \
    mi_logic_area_sq_um 227.7 \
    setup_violations 0 \
    grt_pass1_wl_um 1766 \
    viasPerCell 3.315 \
    slew_viol_final 0 \
    syn_area_per_cell_sq_um 8.182 \
    cts_max_level 1 \
    vias 431 \
    pwr-share-comb_pct 42.3 \
    cpPeakStageDelay_ns 0.50 \
    untimed_endpoints 22 \
    cp.buffers_inverters 1 \
    cts-root-buf "clkbuf_8" \
    grt_pass1_vias 407 \
    ff_latch_area_sq_um 240.2 \
    required_ns 2.78 \
    drv_cap 0 \
    period_used_pct 62.69 \
    ys_cells 63 \
    power.switching_mw 0.2181 \
    internal_power_mw 0.4644 \
    unclocked_regs 10 \
    ios 18 \
    vdd_ir_drop_max_mv 0.2287 \
    overflow 0 \
    switching_share_pct 31.96 \
    dr.first_iter.drc_count 7 \
    ys_warn_count 1 \
    die_x_um 87 \
]
[layout make-up]
cell class                      count  share of cell area [%]
Clock buffer                        4                   5.980
Timing Repair Buffer               16                   21.26
Multi-Input combinational cell     41                   30.23
Inverter                            4                   1.993
Tap cell                           52                   8.638
Sequential cell                    13                   31.89
[metrics by stage]
step	setup WS [ns]	instance area [sq um]	hold slack, ns	utilization (%)
6_report	1.082	753.2	0.7874	17.30
5_1_grt	0.9576	753.2	0.8108	17.30
4_1_cts	1.086	753.2	0.7873	17.30
3_5_place_dp	0.8648	708.2	0.7799	16.26
3_3_place_gp	0.8917	708.2	0.7848	16.26
2_1_floorplan	1.472	515.5	0.6957	-
[synthesized netlist by cell type, drive strengths merged]
cell type  count
nand2          6
inv            4
and3           1
nand3          1
a221oi         1
conb           1
nor2           6
a31oi          1
edfxtp         3
nand2b         9
a32oi          1
nor2b          3
or2            1
o311ai         1
dlxtn          7
o21ai          5
buf            5
dlxtp          3
and2           2
o21bai         1
xnor2          1
[worst min-delay path: stages, from the launching register on]
cell	delay [ns]
edfxtp_1	0.46
nor2_1	0.08
o21ai_1	0.13
[metal layers]
layer	wire, um	track usage [%]	vias up	share of wire, %
met3	163	1.604	5	15
met5	0	0	-	0
li1	-	-	232	-
met2	416	3.931	18	38
met4	59	1.325	0	5.4
met1	455	3.305	176	42
[cells in the final DEF, fill, tap and decap left out]
cell / instances
o21ai_1: 1
a32oi_1: 1
dlxtp_1: 3
nand2_1: 6
and3_1: 1
inv_1: 4
nor2b_1: 3
o311ai_1: 1
dlxtn_1: 7
o21bai_1: 1
and2_1: 2
a221oi_1: 1
a31oi_1: 1
xnor2_1: 1
nand3_1: 1
clkbuf_1: 1
nor2_1: 6
edfxtp_1: 3
or2_2: 1
clkdlybuf4s50_1: 16
o21ai_0: 4
clkbuf_8: 3
conb_1: 1
nand2b_1: 9
[power groups by stage]
stage / clock network (mW) / registers (mW) / logic, mW
after CTS: 0.125 / 0.272 / 0.296
after global routing: 0.131 / 0.281 / 0.333
final: 0.122 / 0.271 / 0.289
[cells by family after synthesis]
family | synth area share [%]
other | 0.7275
AND/OR/NAND/NOR | 29.13
AND-OR/OR-AND | 12.62
flip-flops | 17.48
latches | 29.13
buffers and inverters | 9.222
XOR/XNOR | 1.699
[final timing paths]
| kind | depth (start not counted) | endpoint | slack, ns | from |
|---|---|---|---|---|
| hold reg to reg | 2 | state[2]$_DFFE_PP_ | 0.79 | state[0]$_DFFE_PP_ |
| setup / recovery | 4 | state[0]$_DFFE_PP_ | 1.08 | qm1 |
| hold / removal | 2 | state[2]$_DFFE_PP_ | 0.79 | state[0]$_DFFE_PP_ |
| setup reg to reg | 2 | state[0]$_DFFE_PP_ | 1.45 | state[2]$_DFFE_PP_ |
Power is estimated from default activity; no workload was simulated.
